==> design/flow/design.v <==
module pwm (
    input  wire        clk,
    input  wire        reset,        
    input  wire [4:0]  address,      
    input  wire        write,
    input  wire        chipselect,
    input  wire [31:0] writedata,
    output wire [31:0] readdata,
    output wire [7:0]  pwm_out
);
    reg [31:0] div  [7:0];     
    reg [31:0] duty [7:0];     
    reg [31:0] readdata_reg;
    assign readdata = readdata_reg;
    reg [31:0] counter;
    reg [7:0] pwm_out_reg;
    assign pwm_out = ~pwm_out_reg;   
    integer i;
    always @(posedge clk or posedge reset) begin
        if (reset) begin
            for (i = 0; i < 8; i = i + 1) begin
                div[i]  <= 32'd100;
                duty[i] <= 32'd50;
            end
        end
        else if (chipselect && write) begin
            if (address[0] == 1'b0)
                div[address[4:1]]  <= writedata;
            else
                duty[address[4:1]] <= writedata;
        end
    end
    always @(posedge clk) begin
        if (address[4:1] < 8) begin
            if (address[0] == 1'b0)
                readdata_reg <= div[address[4:1]];
            else
                readdata_reg <= duty[address[4:1]];
        end
        else begin
            readdata_reg <= 32'd0;
        end
    end
    always @(posedge clk or posedge reset) begin
        if (reset) begin
            counter <= 0;
        end
        else if (counter >= div[0]) begin
            counter <= 0;
        end
        else begin
            counter <= counter + 1;
        end
    end
    always @(posedge clk or posedge reset) begin
        if (reset) begin
            pwm_out_reg <= 8'b0;
        end
        else begin
            for (i = 0; i < 8; i = i + 1) begin
                pwm_out_reg[i] <= (counter < duty[i]) ? 1'b1 : 1'b0;
            end
        end
    end
endmodule
==> design/flow/run.sh <==
#!/bin/bash
# OpenROAD 26Q1-2900-gdf79404cd8, Yosys 0.63+post, stock flow scripts
make -C /OpenROAD-flow-scripts/flow DESIGN_CONFIG=/design/flow/config.mk WORK_HOME=/design/flow/orfs finish
==> design/flow/config.mk <==
export PLATFORM = sky130hd
export DESIGN_NAME = pwm
export DESIGN_NICKNAME = pwm
export VERILOG_FILES = /design/flow/design.v
export SDC_FILE = /design/flow/constraint.sdc
export NUM_CORES = 4
export LEC_CHECK = 1
export CORE_UTILIZATION = 30
==> design/flow/constraint.sdc <==
current_design pwm

set clk_period 8.4
set clk_io_pct 0.2

create_clock -name clk0 -period $clk_period [get_ports {clk}]

set non_clock_inputs [all_inputs -no_clocks]
set_input_delay [expr $clk_period * $clk_io_pct] -clock clk0 $non_clock_inputs
set_output_delay [expr $clk_period * $clk_io_pct] -clock clk0 [all_outputs]
==> summary.txt <==
Routed len/inst: 22.2 microns
Residual DRC: 0
Slowest CP cell: buf_4
Peak supply drop: 0.117 mV
Area growth syn-to-layout: 13.9%
# rows: 119
Placed insts: 4365
Pre-CTS WS: 3330 ps
Max-Cap Viols: 0
Dominant cell area share: 0.391
F_max: 0.222 GHz
Static Leak: 17.3 nW
Main logic family: multiplexers
Minimum clock period: 4500 ps
Crit path kind: in2reg
Final Skew: 21.8 ps
Hold crit path type: reg2reg
Mux frac, synth: 0.167
Worst r2r src: counter[27]$_DFF_PP0_
Final wirelength: 99700 microns
Global-route wire length before repair: 152000 microns
Fin crit share: 0.536
Most frequent cells in the layout: dfrtp_1, inv_1, nand2_1, o21ai_0, ha_1
Die x size: 330 microns
WP data required: 8890 ps
Cell Area, Synth: 32300 sq um
Initial antenna violation count: 11
Post-synth ARST share: 0.945
Routability Congestion: 0.902
Htree depth: 3
Largest net degree at the start of global routing: 120
Clock Sinks: 584
Critical Path Source Type: primary input
Post-Synth Adder-Cell Area: 0.109
CP Launch Point: address[1]
Outcome: finished, final reports clean
I/O pin count: 81
Die ar.: 109000 sq um
Vias in the first global route: 23.4k
Placed Area: 34600 sq um
Syn. warnings: 3
Layout Cells excl Fill: 4490
Area fraction in and, or, nand and nor cells: 0.0787
Core ar.: 106000 sq um
Top cells, area: dfrtp_1, ha_1, mux2_2, mux4_2, o21ai_0
Post-CTS Hold Fix Bufs: 0
Number of buffers created by CTS: 67
Synth unique cells: 64
Detail Route Antenna Nets: 0
Max Slew Vio Count: 0
Root Driver: clkbuf_16
Ratio of cells with drive above 1 in the final layout: 0.201
Die H: 330 microns
Clk buf depth: 3
Cell taking the most area after synthesis: dfrtp_1
CP delay by family, top: buffers and inverters
Yosys xor share: 0.00814
Post_cts resized: 0
Power density over the cells: 225 nW/um^2
PortBufs: 80
Via Count: 23.1k
Area figure in the yosys stat output: 32300 sq um
Synth Register Bits: 584
Final Hold Viols: 0
Final setup margin: 3900 ps
Ys cells: 3004
Post-synthesis cell count: 3004
Log Warnings: 32
Most frequent logic cell in the layout: dfrtp_1
RSZ-0062 raised after global routing: false
CP Buf/Inv Count: 5
Slew HR: 0.409
GRT Resource Usage Total: 0.193
Slew @ Worst Pin: 880 ps
Vias per inst: 5.15
HP Start: div[6][0]$_DFFE_PP0P_
Design Area, Final: 36800 sq um
CTS clk-pin slew, worst paths: 60 ps
Iteration count of the initial detailed-routing pass: 5
Largest regs: div (256), duty (256)
Arr. time, crit path: 4990 ps
Cells along the critical path: buf_6 -> inv_2 -> buf_4 -> nand3_2 -> buf_4 -> nor2_4 -> buf_4 -> mux2_2
FP Core Util: 0.305
Dpl hpwl: 67500 microns
Compound Share, Synth: 0.127
Crit. End Element: register
CP dominant cell by count: buf_4
# setup viols final: 0
CP peak stage delay: 630 ps
Syn_area_per_cell: 10.8 sq um
# Post-CTS Setup Buffers: 0
Sequential area share after synthesis: 0.449
Skew-Pair Late Insertion Delay: 630 ps
Worst-path fanout max: 48
Top FF cell, synth: dfrtp_1
EDFF count, synth: 0
Initial DRC Count: 1524
GRT Residual Overflow: 0
CTS tree: built
-- cells by family (layout without fill, tap and decap cells) --
group                      Yosys count  after routing
xor gates and xnor gates            30             30
other                                0              1
and+or+nand+nor                    563            563
AOI/OAI and AO/OA                  671            671
buffers and inverters              476            570
DFF                                584            584
adders and majority gates          281            281
muxes                              399            399
-- cells in the mapped netlist, types with 65 or more instances --
cell type / instances
clkbuf_1: 95
inv_1: 296
nor2_1: 104
mux4_2: 73
o21ai_0: 287
ha_1: 281
dfrtp_1: 504
a21oi_1: 136
nand2_1: 292
mux2_2: 266
a21o_1: 69
nand4_1: 65
-- metrics by stage --
stage / hold slack, ps / utilization / TNS, ps / total power, mW
global route: 504 / 0.347 / 0 / 8.70
global placement: 468 / 0.326 / 0 / 5.33
floorplan: 457 / - / -379330 / 4.81
detailed placement: 474 / 0.326 / 0 / 5.37
CTS: 490 / 0.347 / 0 / 8.33
finish: 488 / 0.347 / 0 / 8.26
-- report_power, final --
| group | switching (mW) | internal (mW) |
|---|---|---|
| registers | 0.301 | 3.39 |
| logic | 0.872 | 0.774 |
| clock network | 1.27 | 1.66 |
-- final cells by class --
type | instances | area [sq um]
Multi-Input combinational cell | 1944 | 15900
Fill cell | 10420 | 69200
Timing Repair Buffer | 148 | 1320
Antenna cell | 1 | 2.50
Inverter | 298 | 1120
Tap cell | 1391 | 1740
Sequential cell | 584 | 14500
Clock buffer | 102 | 1950
Clock inverter | 22 | 234
-- worst paths after layout --
kind	cells after the start	slack, ps	endpoint
min reg2reg	1	490	div[6][0]$_DFFE_PP0P_
max in group asynchronous	4	5050	counter[27]$_DFF_PP0_
max reg2reg	8	4820	counter[21]$_DFF_PP0_
min in group asynchronous	2	1460	duty[5][24]$_DFFE_PP0P_
max	8	3900	div[0][0]$_DFFE_PP0P_
min	1	490	div[6][0]$_DFFE_PP0P_
-- metal layers --
layer / up-vias / wire (microns) / share of wire / GRT usage
li1: 10766 / - / - / -
met5: - / 108 / 0.0011 / 0
met3: 173 / 9440 / 0.095 / 0.0749
met4: 18 / 4180 / 0.042 / 0.0658
met2: 750 / 43400 / 0.44 / 0.281
met1: 11404 / 42600 / 0.43 / 0.268
-- worst reg2reg max path, cell delays in order, from the launching register on --
cell	delay (ps)
dfrtp_1	620
ha_1	470
nand4_1	210
or3_1	420
nor3_1	670
o31ai_1	190
nand2_1	360
buf_4	410
nor2_1	110
Power figures rest on the tool's default switching activity, not on a simulated workload.
